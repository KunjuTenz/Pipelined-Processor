[design/flow/run.sh]
#!/bin/bash
# OpenROAD 26Q1-2900-gdf79404cd8, Yosys 0.63+post, stock flow scripts
make -C /OpenROAD-flow-scripts/flow DESIGN_CONFIG=/design/flow/config.mk WORK_HOME=/design/flow/orfs finish
[design/flow/config.mk]
export PLATFORM = sky130hd
export DESIGN_NAME = EX_MEM_reg
export DESIGN_NICKNAME = EX_MEM_reg
export VERILOG_FILES = /design/flow/design.v
export SDC_FILE = /design/flow/constraint.sdc
export NUM_CORES = 4
export LEC_CHECK = 1
export CORE_UTILIZATION = 30
[design/flow/constraint.sdc]
current_design EX_MEM_reg

set clk_period 1.0
set clk_io_pct 0.2

create_clock -name clk0 -period $clk_period [get_ports {clk}]

set non_clock_inputs [all_inputs -no_clocks]
set_input_delay [expr $clk_period * $clk_io_pct] -clock clk0 $non_clock_inputs
set_output_delay [expr $clk_period * $clk_io_pct] -clock clk0 [all_outputs]
[design/flow/design.v]
`timescale 1ns / 1ps
module EX_MEM_reg(regWrite_EX_MEM,memWrite_EX_MEM,memRead_EX_MEM,
              memToReg_EX_MEM,rd_EX_MEM,aluResult_EX_MEM,data2_EX_MEM,jump_EX_MEM,
              regWrite_ID_EX,memWrite_ID_EX,memRead_ID_EX,
              memToReg_ID_EX,rd_ID_EX,aluResult,readData2,jump_ID_EX,clk,reset);
output reg [31:0]aluResult_EX_MEM,data2_EX_MEM;
output reg [4:0]rd_EX_MEM;
output reg regWrite_EX_MEM,memWrite_EX_MEM,memRead_EX_MEM,memToReg_EX_MEM,jump_EX_MEM;
input [31:0] aluResult,readData2;
input [4:0]rd_ID_EX;
input regWrite_ID_EX,memWrite_ID_EX,memRead_ID_EX,memToReg_ID_EX,jump_ID_EX,clk,reset;
always@(posedge clk, negedge reset)
begin
if(reset==0) 
    begin
        regWrite_EX_MEM = 0;
        memWrite_EX_MEM = 0;
        memRead_EX_MEM = 0;
        memToReg_EX_MEM = 0;
        rd_EX_MEM = 0;
        aluResult_EX_MEM = 0;
        data2_EX_MEM = 0;
        jump_EX_MEM = 0;
    end
else
    begin 
        regWrite_EX_MEM = regWrite_ID_EX;
        memWrite_EX_MEM = memWrite_ID_EX;
        memRead_EX_MEM = memRead_ID_EX;
        memToReg_EX_MEM = memToReg_ID_EX;
        rd_EX_MEM = rd_ID_EX;
        aluResult_EX_MEM = aluResult;
        data2_EX_MEM = readData2;
        jump_EX_MEM = jump_ID_EX;
    end
end
endmodule
==> run summary <==
The synthesis and place-and-route flow finished, so here is a summary.

Hold timing on the final database bottoms out at a slack of -0.155 ns. For reference, the final report shows the hold violation count at 74. The total power consumption of the routed design came out at between 5000 and 6000 µW. The floorplan die height is 80.6 µm.

The cell total in the yosys stat output is between 70 and 80. The total half-perimeter wirelength after legalization and detailed placement is 3070 µm. The number of top-level pins came out at 150. The worst setup path is captured at an output port. Per report_power, the sequential group accounts for 57.2% of the total. The initial DRC count came out at 30. Counting the fill cells in the layout gives 495. The initial antenna violation count is 0.

According to the floorplan report, the total die area is 6490 µm². The report lists the power per cell area as approximately 1700 nW/µm². The final wirelength is 3840 µm. The report lists the cells along the critical path as buf_2. The worst-case setup slack after placement came out at ~0.011 ns. The first global-routing pass estimated ~5700 µm of wire. The average instance area after synthesis came out at 25.0 µm².

At the pin with the least slew margin, the transition time is 0.353 ns. The share of the clock period used by the worst path after layout is 101%. The number of placed cells counting well taps came out at 300. The script logs the mean routed wire length per placed instance as 12.3 µm. The number of multi-input logic gates is 0.

The clock buffer count from CTS is 9. The count of buffers inserted at the top-level ports is between 100 and 150. The total routing usage reported by global routing is 12.4%. After the flow finishes, the layout carries non-filler instances totaling 312. The routed via count came out at 1198.

The synthesized chip area reported by yosys came out at 1850 µm². The cell area after synthesis is 1850 µm². The area added between synthesis and finish is 75.9%. In the layout the commonest cells are 74 x dfrtp_1, 74 x clkdlybuf4s50_1, 74 x buf_2. The number of warnings reported in the yosys synthesis log came out at 1. The antenna diode count came out at 0. The width of the die came out at ~81 µm. The maximum resistive drop on vdd is 917 µV. The CTS sink count is 74. The arrival time of the worst setup path came out at 0.81 ns. The fmax came out at 994 MHz.

The slowest stage of the critical path belongs to the cell dfrtp_1. The minimum setup slack in the final design is -0.00634 ns. The floorplan has 28 rows. The via count of the first global-routing pass came to 1207. After routing, the total negative slack on setup checks comes to -0.00634 ns.

Of the synthesized area, sequential elements account for approximately 100%. The net switching power figure came out at 1000 µW. The residual antenna-violating net count after detailed routing is 0. The region available for standard cell placement spans 5920 µm². The relative contribution of combinational cells to total power came out at 8.4%. The tree is rooted in a clkbuf_8.

Per the detail_route report, DRC violations left total 0. Setup repair after global routing could not meet its margin everywhere. The cell count after synthesis came out at 74. The count of max-cap constraint violations is 0. The initial core utilization came out at 31.3%.

Per the GRT congestion report, total overflow comes to 0. The highest net fanout along the worst path is 1. The part of the power in the clock network came out at 34.4%. The pin count of the biggest net entering global routing came out at 45.

The internal cell power came out at 4550 µW. The number of distinct library cell variants in the gate-level netlist after synthesis came out at 1. The final reports fail on hold timing, setup timing. In this run the number of H-tree levels came out at 3. For reference, the most critical setup path is categorized as flop to output port.

The shortest clock period the worst path allows after layout is 1.01 ns. Endpoints with negative setup slack in the final report add up to 1. The fraction of final layout cells sized beyond drive strength 1 is between 30 and 40%. The area of the multi-input gates is 0 µm².

The count of state elements after synthesis came out at 74. Among cell families on the critical path, the largest total delay comes from flip-flops. The stage-log warning count is 29.

The worst-case max-slew headroom was logged as 76.4%. The flow ran to the end, but the final reports show violations. The type of the worst min-delay path is input pin to asynchronous set/reset pin. In this run the deepest clock path goes through 2 buffers. The startpoint class of the critical path is a flop. On the worst setup and hold paths after CTS, the clock-pin slew comes to 0.06 ns. The leakage power total came out at 0.00155 µW. The buffer-and-inverter tally for the worst setup path came out at 1. The count of TritonRoute iterations in the first routing pass is 2. The CTS tree is built. According to the timing report, the data required time at the worst endpoint equals roughly 0.80 ns.

The fraction of power spent switching nets came out at between 10% and 20%. Per STA, the highest per-stage delay on the worst path measures 0.37 ns. The global placer's final weighted congestion is ~0.73. The average via count per standard cell came out at between 3 and 4.

The max-slew violation total from the final report is 0.
## area by class of cell
class / count / area, µm² / share of cell area (%)
repair buffers: 151 / 1150 / 35.2
well taps: 75 / 93.8 / 2.88
flip-flops and latches: 74 / 1850 / 56.9
clock buffers: 12 / 165 / 5.07
## flip-flops by register name (all words and copies together) (netlist names)
| signal | cells |
|---|---|
| data2_EX_MEM | 32 |
| memWrite_EX_MEM | 1 |
| memToReg_EX_MEM | 1 |
| rd_EX_MEM | 5 |
| jump_EX_MEM | 1 |
| memRead_EX_MEM | 1 |
| aluResult_EX_MEM | 32 |
| regWrite_EX_MEM | 1 |
## logic make-up after synthesis
kind of cell,share of synthesized area [%]
flip-flops,100
## stage by stage
step                      area [µm²]  util [%]
after floorplan                 1850         -
after global placement          3460      58.5
after detailed placement        3460      58.5
after CTS                       3260      55.0
after global routing            3260      55.0
final                           3260      55.0
## how the worst max path moves through the flow
| stage | startpoint | to | slack (ns) | cells after the start |
|---|---|---|---|---|
| 6_report | aluResult_EX_MEM[1] | aluResult_EX_MEM[1] | -0.006 | 1 |
| 5_1_grt | data2_EX_MEM[17] | data2_EX_MEM[17] | -0.05 | 1 |
| 4_1_cts | aluResult_EX_MEM[1] | aluResult_EX_MEM[1] | -0.03 | 1 |
## layer usage
layer | part of all wire [%] | GRT usage [%] | routed length [µm]
met5 | 0 | 0 | 0
met4 | 0.99 | 1.79 | 38
met3 | 16 | 6.69 | 615
met2 | 48 | 19.0 | 1840
met1 | 35 | 16.3 | 1350
## power by group through the flow
stage                 combinational (µW)  clock [µW]  sequential, µW
after global routing                 522        2140            3190
final                                468        1910            3170
after CTS                            484        2000            3180
## repair_timing
item | in CTS | in global routing
setup endpoints to repair | 74 | 74
resized | 222 | 0
hold endpoints to repair | 74 | 74
setup buffers | 0 | 0
pin swaps | 0 | 0
## Yosys cell counts
cell type	n	area, µm²
dfrtp_1	74	1850
No activity file was given, so power comes from the tool's default toggle rates.
